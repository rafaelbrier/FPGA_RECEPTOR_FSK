**./design.v**
```verilog
module Coeff
#(
   parameter NBADD = 8,
   parameter NBITS = 16
)
(  input      [NBADD -1:0]  addr,
	output reg signed [NBITS:0]  out 
);
reg signed [NBITS:0] coeff [2**NBADD-1:0];       
initial begin    
coeff[0]  =    17'd16				;
coeff[1]  =    17'd14				;
coeff[2]  =   -17'd24				;
coeff[3]  =   -17'd92				;
coeff[4]  =   -17'd136				;
coeff[5]  =   -17'd103				;
coeff[6]  =   -17'd13				;
coeff[7]  =    17'd50				;	
coeff[8]  =    17'd29				;
coeff[9]  =   -17'd35				;
coeff[10] =   -17'd50				;		
coeff[11] =    17'd6					;
coeff[12] =    17'd55				;
coeff[13] =    17'd25				;
coeff[14] =   -17'd45				;
coeff[15] =   -17'd54				;
coeff[16] =    17'd18				;
coeff[17] =    17'd70				;
coeff[18] =    17'd21				;
coeff[19] =   -17'd66				;
coeff[20] =   -17'd63				;
coeff[21] =    17'd36				;
coeff[22] =    17'd93				;
coeff[23] =    17'd14				;
coeff[24] =   -17'd96				;
coeff[25] =   -17'd74				;
coeff[26] =    17'd65				;
coeff[27] =    17'd123				;
coeff[28] =   -17'd1					;
coeff[29] =   -17'd142				;
coeff[30] =   -17'd84				;
coeff[31] =    17'd114				;
coeff[32] =    17'd166				;
coeff[33] =   -17'd32				;
coeff[34] =   -17'd216				;
coeff[35] =   -17'd93				;
coeff[36] =    17'd202				;
coeff[37] =    17'd238				;
coeff[38] =   -17'd102				;
coeff[39] =   -17'd362				;
coeff[40] =   -17'd99				;
coeff[41] =    17'd416				;
coeff[42] =    17'd412				;
coeff[43] =   -17'd325				;
coeff[44] =   -17'd886				;
coeff[45] =   -17'd103				;
coeff[46] =    17'd1982				;
coeff[47] =    17'd3825				;
coeff[48] =    17'd3825				;
coeff[49] =    17'd1982				;
coeff[50] =   -17'd103				;
coeff[51] =   -17'd886				;
coeff[52] =   -17'd325				;
coeff[53] =    17'd412				;
coeff[54] =    17'd416				;
coeff[55] =   -17'd99				;
coeff[56] =   -17'd362				;
coeff[57] =   -17'd102				;
coeff[58] =    17'd238				;
coeff[59] =    17'd202				;
coeff[60] =   -17'd93				;
coeff[61] =   -17'd216				;
coeff[62] =   -17'd32				;
coeff[63] =    17'd166				;
coeff[64] =    17'd114				;
coeff[65] =   -17'd84				;
coeff[66] =   -17'd142				;
coeff[67] =   -17'd1				   ;
coeff[68] =    17'd123				;
coeff[69] =    17'd65				;
coeff[70] =   -17'd74				;
coeff[71] =   -17'd96				;
coeff[72] =    17'd14				;
coeff[73] =    17'd93				;
coeff[74] =    17'd36				;
coeff[75] =   -17'd63				;
coeff[76] =   -17'd66				;
coeff[77] =    17'd21				;
coeff[78] =    17'd70				;
coeff[79] =    17'd18				;
coeff[80] =   -17'd54				;
coeff[81] =   -17'd45				;
coeff[82] =    17'd25				;
coeff[83] =    17'd55				;
coeff[84] =    17'd6				   ;
coeff[85] =   -17'd50			   ;
coeff[86] =   -17'd35				;
coeff[87] =    17'd29				;
coeff[88] =    17'd50				;
coeff[89] =   -17'd13				;
coeff[90] =   -17'd103				;
coeff[91] =   -17'd136				;
coeff[92] =   -17'd92				;
coeff[93] =   -17'd24				;
coeff[94] =    17'd14				;
coeff[95] =    17'd16		     	;   
coeff[96] =    17'd0 		     	;   
coeff[97] =    17'd0 		     	;   
coeff[98] =    17'd0 		     	; 
coeff[99] =    17'd0 		     	; 
coeff[100] =   17'd0 		     	;   
end
always @ (*) out = coeff[addr];
endmodule	
module FIR_Filter
#( parameter NBADD = 8,
   parameter NBITS1 = 16,
   parameter NBITS2 = 12
	)
(
	input                    clk,
	input      [NBITS2:0] adcRead,
	output reg signed [NBITS1-1:0] filteredOut,
	output [NBADD+4:0] testCounter
);
parameter filtOrd = 8'd96;
reg [NBADD-1:0] jj;         
reg [NBADD-1:0] pt;         
reg [NBITS2:0] kk;      
initial jj = 0;
initial pt = 0;
initial kk = 0;
reg signed [2*NBITS1-1:0] acc;
wire signed [NBITS1:0] coeff_out;
Coeff #(NBADD, NBITS1)Coeff(jj, coeff_out);
reg inBuff_wt;
initial inBuff_wt = 1'b0;
wire signed [NBITS2:0]  inBuff_out; 
inBuff #(NBADD, NBITS2)inBuff(clk, inBuff_wt, adcRead, pt, inBuff_out);
 assign testCounter = kk; 
reg Flag;
initial Flag = 1'b0;
reg [1:0]delay;
initial delay = 0;
reg [3:0] q;
always @ (posedge clk) begin
case (q)
		4'd0   : q <= 4'd1;
		4'd1   : if(delay == 2)              q <= 4'd2;		else      q<= 4'd1;
		4'd2   : if (jj >= filtOrd-1)        q <= 4'd3;    else      q<= 4'd1;
		4'd3   : if (Flag == 1'b1)           q <= 4'd4;    else      q<= 4'd3;
		4'd4   :  q <= 4'd0;		
		default:                             q <= 4'd0;
	endcase
end
always @ (posedge clk) begin
if (q == 4'd0) begin   
inBuff_wt = 1'b1;      
acc <= 0;              
jj <= 0;               
end
else if (q == 4'd1) begin  
inBuff_wt = 1'b0;      
if (delay == 2) begin
acc <= acc + inBuff_out*coeff_out;  
end
delay <= delay + 1'b1;
end
else if (q == 4'd2) begin  
jj <= jj + 1'b1;  
if (pt == 0)      
pt <= filtOrd - 1'b1;   
else
pt <= pt - 1'b1;
delay <=0;
end
else if (q == 4'd3) begin  
Flag = 1'b1;    
acc <= acc/100; 
end
else if (q == 4'd4) begin  
Flag = 1'd0;     
filteredOut <= acc[NBITS1-1:0];   
if (kk <= 2**NBITS2) 
kk <= kk + 1'b1;
else
kk <= 0;
if (pt > filtOrd -1)
pt <= 0;
else
pt <= pt + 1'b1;
end
end
endmodule
module inBuff
#( parameter NBADD = 8,
   parameter NBITS = 12
)
(  input 						 clk, wt,
   input signed [NBITS:0]  in,
	input        [NBADD -1:0]  addr,
	output reg signed [NBITS:0]  out 
	);
reg signed [NBITS:0] adcValue [2**NBADD-1:0];       
initial begin    
end
always @ (*) out = adcValue[addr];
always @ (posedge clk) if(wt) adcValue[addr] <= in;
endmodule	
```
**./run.sh**
```bash
#!/bin/bash
# OpenROAD 26Q1-2900-gdf79404cd8, Yosys 0.63+post, stock flow scripts
make -C /OpenROAD-flow-scripts/flow DESIGN_CONFIG=/design/flow/config.mk WORK_HOME=/design/flow/orfs finish
```
**./config.mk**
```make
export PLATFORM = sky130hd
export DESIGN_NAME = FIR_Filter
export DESIGN_NICKNAME = FIR_Filter
export VERILOG_FILES = /design/flow/design.v
export SDC_FILE = /design/flow/constraint.sdc
export NUM_CORES = 4
export LEC_CHECK = 1
export CORE_UTILIZATION = 30
export SYNTH_MEMORY_MAX_BITS = 65536
```
**./constraint.sdc**
```tcl
current_design FIR_Filter

set clk_period 60.0
set clk_io_pct 0.2

create_clock -name clk0 -period $clk_period [get_ports {clk}]

set non_clock_inputs [all_inputs -no_clocks]
set_input_delay [expr $clk_period * $clk_io_pct] -clock clk0 $non_clock_inputs
set_output_delay [expr $clk_period * $clk_io_pct] -clock clk0 [all_outputs]
```
==> git commit body <==
Refresh implementation metrics

* Result of the run: complete, no violations
- Clock transition at path regs: 0.06 ns
- All-layer global routing usage: 0.169
- Unrepaired setup endpoints after global routing: no
- Per the CTS log, the root buffer master is clkbuf_16.
* Setup total negative slack: 0 ns
* Total cell area reported by yosys after synthesis: 148000 µm²
* Count of standard-cell rows: 257
- Pin count of the biggest net entering global routing: 110
* Number of failing hold endpoints at the final stage: 0
- Worst-Skew Late Latency: 1.00 ns
* Top-level I/O count: 43
* Stage-log warning count: 43
- Per the post-run analysis, buffers plus inverters along the critical path come to 2.
- Across the VDD grid, the largest voltage drop is 27.9 µV.
- In the synthesized netlist, the number of instances is 7696.
- Of the total power, combinational logic draws 0.008.
* Final weighted congestion in routability-driven placement: 0.919
* Count of instantiated cells in the yosys netlist: 7696
- Actual slew at the worst max-slew pin: 1.04 ns
- Core ar.: 490000 µm²
- Dividing the detail-routed via count by the number of cells gives 5.13.
- In the post-synthesis netlist, the biggest area contributors are edfxtp_1 69%, mux4_2 16%, fa_1 3.1%.
* ANT nets after route: 0
* Fin Hold WS: 0.520 ns
* Fraction of final layout cells sized beyond drive strength 1: 0.253
- Derived from the worst setup path, the maximum achievable clock frequency is 45.9 MHz.
- Dividing the final minimum period by the clock period gives 0.363.
- Counting flops with a built-in enable in the synthesized netlist gives 3368.
* Fin Clk Skew: 0.115 ns
- In this run the power spent charging and discharging nets is 0.000931 W.
- Among cell families on the critical path, the largest total delay comes from AND-OR/OR-AND gates.
* Number of buffers inserted during clock tree synthesis: 341
- The final power report lists total power as 0.00472 W.
* Number of DRC violations after detailed-routing iteration 0: 5551
- The Yosys step of the flow raised 3 warnings.
- Per Yosys stat, the portion of area used by sequential elements is 0.691.
* Top cells by instance count after synthesis: 3368 x edfxtp_1, 1051 x mux4_2, 467 x nor2_1
* Fraction of power consumed by the clock network: 0.437
- Worst relative slew slack: 0.304
- Die width: 703 µm
- In this run the number of H-tree levels came out at 5.
- STA classifies the critical path startpoint as a register.
- Per the run summary, max-cap violations total 0.
- From synthesis to final layout, the design area changed by 14.5%.
- The number of global-route vias before repair was 83031.
- CP peak stage delay: 0.73 ns
* Post-CTS repair timing setup buffer count: 0
- Post-synthesis cell area: 148000 µm²
- First-pass iteration count of the detailed router: 6
- GR Overflow Total: 0
- Post-CTS repair changed the size of 0 cells.
* Leakage power: 52.0 nW
- The required time at the worst endpoint is listed as 60.80 ns.
- Biggest fanout along the worst timing path: 13
- At the worst endpoint, the arrival time is 22.60 ns.
* Die height: 703 µm
- Filler cells: 44675
* Initial antenna violation count: 11
- Sequential share of power: 0.555
- TritonCTS built the clock tree.
- Placed Area: 158000 µm²
- Final wirelength: 388000 µm
- The layout stage reports a final design area of 169000 µm².
- In this design, the critical path's most frequently occurring cell is xnor2_1.
- Most frequently used cell type in the post-synthesis netlist: edfxtp_1
- Cell depth of the worst min-delay path: 0
- The share of synthesized area in the top cell type comes to 0.685.
- Final cell utilization of the core: 0.345
- Leading register cell type out of synthesis: edfxtp_1
- Counting along the longest clock path gives a buffer depth of 4.
* Vias after detailed routing: 76245
- Worst min path class: register to register
* Critical-path top delay cell: nor3_1
- IO buf count: 42
- The synthesized design spends more area on one cell type than any other, namely edfxtp_1.
* Number of max-slew violations in the final report: 0
- Worst Reg2Reg Path Length in Cells: 64
- The script computed the net switching share of total power as 0.197.
- Looking at the setup timing report, the critical path kind is register to register.
* Critical Path Sink Type: register
- For reference, the post-synthesis area per instance comes to 19.2 µm².
- Dpl hpwl: 239000 µm
* Distinct cells, synth: 123
- WL per Instance: 26.1 µm
* Async SR Flop Fraction: 0
- Counting buffers and inverters, the worst setup path is 64 cells deep.
- The final timing report counts setup violations totalling 0.
* Flops & latches, synth: 3412
* Total DRC errors in the routed layout: 0
- The number of hold buffers added after CTS was 0.
- After layout, the minimum clock period comes to 21.80 ns.
- Clock sink total: 3412
- Chip area: 495000 µm²
- Cell area power density: 27.9 nW/µm²
- The internal portion of the total power is 0.00379 W.
- The first global-routing pass estimated 567000 µm of wire.
- Init Core Util: 0.301
## sequential cells by signal, indices dropped and copies added (netlist names)
signal / flops
inBuff.adcValue: 3328
acc: 32
filteredOut: 16
kk: 13
jj: 8
pt: 8
q: 3
delay: 2
Flag: 1
inBuff_wt: 1
## worst reg2reg max path: cells and delay by family, from the launching register on
| family | cells | cell delay [ns] |
|---|---|---|
| AND-OR/OR-AND | 32 | 10.50 |
| buffers and inverters | 2 | 0.34 |
| flip-flops | 1 | 0.40 |
| adder cells (fa/ha/maj) | 2 | 0.63 |
| XOR/XNOR | 5 | 1.85 |
| AND/OR/NAND/NOR | 19 | 6.48 |
| multiplexers | 4 | 1.49 |
## power groups by stage
stage | registers, W | clock network (W) | logic [W]
after CTS | 0.00262 | 0.00210 | 0.0000398
after global routing | 0.00262 | 0.00219 | 0.0000435
final | 0.00262 | 0.00206 | 0.0000389
## cell type report
type	instances	area, µm²	area share
Sequential cell	3412	102000	0.604
Multi-Input combinational cell	3597	43100	0.255
Clock buffer	423	8940	0.0529
Tap cell	6475	8100	0.0480
Timing Repair Buffer	498	4030	0.0239
Clock inverter	190	1770	0.0105
Inverter	269	1010	0.00598
Antenna cell	10	25.0	0.000148
## routing by layer
layer	global-route usage	vias up	part of all wire
met1	0.181	38325	0.32
met3	0.136	695	0.18
met2	0.255	4928	0.47
met5	0.0159	-	0.0029
met4	0.0458	27	0.036
li1	-	32270	-
## cells in the final DEF (no fill, tap or decap), types with 77 or more instances in the layout
master,instances
a21oi_1,157
buf_4,445
clkbuf_1,77
clkbuf_16,345
clkinv_1,77
edfxtp_1,3368
fa_1,225
ha_1,109
inv_1,263
mux4_2,1051
nand2_1,282
nand3_1,79
nor2_1,463
o21ai_0,120
xnor2_1,106
## path summary, 6_finish.rpt
kind / from / to / slack (ns)
max: acc[4] / acc[26] / 38.20
min: acc[0] / filteredOut[0] / 0.52
max reg2reg: acc[4] / acc[26] / 38.20
min reg2reg: acc[0] / filteredOut[0] / 0.52
## per-stage QoR
| step | setup WS [ns] | std cells |
|---|---|---|
| CTS | 38.53 | 14864 |
| global placement | 39.00 | 14251 |
| detailed placement | 38.66 | 14251 |
| finish | 38.20 | 14874 |
| global route | 36.72 | 14871 |
| floorplan | 42.07 | 7696 |
## logic make-up (layout without fill, tap and decap cells)
kind of cell,count (synthesis),after routing,synth area share
AND-OR/OR-AND,788,788,0.0391
AND/OR/NAND/NOR,1202,1202,0.0376
other,0,10,0
multiplexers,1106,1106,0.164
XOR/XNOR,153,153,0.00926
flip-flops,3412,3412,0.691
adder cells (fa/ha/maj),348,348,0.0407
buffers and inverters,687,1380,0.0176
Power and IR drop assume default switching activity.
